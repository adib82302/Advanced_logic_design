===== flow/config.mk =====
export PLATFORM = sky130hd
export DESIGN_NAME = IMEM
export DESIGN_NICKNAME = IMEM
export VERILOG_FILES = /design/flow/design.v
export SDC_FILE = /design/flow/constraint.sdc
export NUM_CORES = 4
export LEC_CHECK = 1
export CORE_UTILIZATION = 30

===== flow/constraint.sdc =====
current_design IMEM

set clk_period 1.2
set clk_io_pct 0.2

create_clock -name clk0 -period $clk_period [get_ports {clk}]

set non_clock_inputs [all_inputs -no_clocks]
set_input_delay [expr $clk_period * $clk_io_pct] -clock clk0 $non_clock_inputs
set_output_delay [expr $clk_period * $clk_io_pct] -clock clk0 [all_outputs]

===== flow/design.v =====
module IMEM (
    input wire clk,                        
    input wire rst,                        
    input wire shift_enable,               
    input wire [15:0] new_value,           
    output reg [1023:0] data_out           
);
    reg [15:0] memory [0:63];
    integer i;
    always @(posedge clk or posedge rst) begin
        if (rst) begin
            for (i = 0; i < 64; i = i + 1) begin
                memory[i] <= 16'b0;
            end
        end else if (shift_enable) begin
            for (i = 63; i > 0; i = i - 1) begin
                memory[i] <= memory[i-1];
            end
            memory[0] <= new_value;
        end
    end
    always @(posedge clk or posedge rst) begin
        if (rst) begin
            data_out <= 1024'b0;
        end else begin
            for (i = 0; i < 64; i = i + 1) begin
                data_out[(i*16) +: 16] <= memory[i];
            end
        end
    end
endmodule

===== flow/run.sh =====
#!/bin/bash
# OpenROAD 26Q1-2900-gdf79404cd8, Yosys 0.63+post, stock flow scripts
make -C /OpenROAD-flow-scripts/flow DESIGN_CONFIG=/design/flow/config.mk WORK_HOME=/design/flow/orfs finish

==> results.txt <==
Notes on the flow outputs.

- The run finished, with violations left.
- The checks that failed: negative setup slack.
- The maximum single-stage delay on the critical path reads 0.39 ns.
- The final critical-path required period reads between 1.5 and 2 ns.
- The library cell used as clock root buffer is sky130_fd_sc_hd__clkbuf_16.
- The number of maximum-capacitance violations recorded for the run is 0.
- The final-report hold violation count is 0.
- The total I/O pin count reads between 1000 and 1500.
- The worst setup slack after layout reads -0.515 ns.
- The width of the die is roughly 460 um.
- The combinational fraction of design power is a little over a tenth.
- The final period utilization reads 143%.
- The timing startpoint of the critical path is data_out[910].
- The area share of xor/xnor cells in the synthesized design reads 0%.
- In this run the tool buffered the top-level ports with 1042 buffer cells.
- The CTS tree reads yes.
- Per the synthesis report, the number of distinct cell types is 5.
- Per the gpl log, the routability congestion estimate is 0.898.
- The number of nets still failing antenna checks after routing is 0.
- The achievable clock frequency reads between 500 and 600 MHz.
- The arrival time at the worst endpoint reads 1.48 ns.
- The via count of the first global-routing pass reads about 34000.
- The count of routing violations after the opening detailed-route iteration is 1548.
- The count of placed standard cells in the final layout, fillers left out reads around 7500.
- The total congestion overflow after global routing is 0.
- Net switching is 24.4% of the power.
- The cell leakage power is roughly 43 nW.
- For this run, the share of the core covered by cells in the final layout is 39.2%.
- The worst reg-to-reg setup slack is ~0.23 ns.
- The routed metal-1 wirelength is slightly below 70 mm.
- The area fraction in compound gates after synthesis is 0%.
- The total power consumption of the routed design reads between 150 and 200 mW.
- The maximum VDD drop is 1.53 mV.
- The synthesis-stage register bit count reads 2048.
- The number of vias per cell is approximately 4.2.
- Registers are responsible for between 50% and 60% of the overall power.
- The total cells reported by yosys after synthesis is 3187.
- Looking at the reg2reg group, the worst path starts from memory[43][0].
- Dividing total power by cell area gives a power density of 2110 nW/um2.
- Hold timing on the final database bottoms out at a slack of ~0.095 ns.
- Setup repair after global routing could not meet its margin everywhere.
- The instance count after placement with tap cells included is 7137.
- The maximum fanout along the worst path is 1.
- The worst slew slack as a fraction of its limit reads about three quarters.
- The signal on the critical path passes through buf_12 -> buf_6.
- The required time of the critical path reads around 0.96 ns.
- The setup path with the least slack is of type flip-flop to output pin.
- The internal power of the cells is 132 mW.
- The adder-cell share of the synthesized area is 0%.
- The total standard cell area after synthesis is roughly 64000 um2.
- The total half-perimeter wirelength after legalization and detailed placement is around 120 mm.
- Looking at the max-slew report, the worst-margin pin has a slew of between 0.3 and 0.4 ns.
- The prevailing logic family in the synthesized netlist is multiplexers.
- The sum of negative setup slack is -389.61 ns.
- The overall routed net length reads 165 mm.
- The path category of the worst min-delay check reads input pin to async pin.
- For the final database, setup skew stands at between 0.02 and 0.025 ns.
- The number of max-slew violations in the final report is 0.
- The maximum number of pins on one net before global-route repair is roughly 72.
- The yosys warning tally reads 2.
- The library cell used most frequently in the layout, excluding fill and tap cells, is sky130_fd_sc_hd__dfrtp_1.
- The area of the synthesized netlist per yosys stat is between 60000 and 70000 um2.
- TritonRoute reported its final design rule violation total as 0.
- The end-of-flow timing check tallies setup violations at between 1500 and 2000.
- In this run the worst setup path terminates at data_out[910].
- The mean instance size in the synthesized netlist reads 20.0 um2.
- The wire length on met3 reads about 17 mm.
- The average routed wire per standard cell is ~22 um.
- The initial standard-cell utilization of the core reads between 30% and 40%.
- The routed layout has about 32000 vias.
- The first detailed-routing pass ran for 5 iterations.
- The capturing element type of the critical path is an output pin.
- The number of rows in the core area reads 168.
- The total routing usage reported by global routing reads between 10% and 20%.
- The chip footprint is around 210000 um2.
- The detailed-routed wire length on met2 reads roughly 76 mm.
- The first global-routing pass estimated 245 mm of wire.
- Per the STA report, the cell with the highest stage delay on the worst path is sky130_fd_sc_hd__dfrtp_1.
- The sequential fraction of the synthesis area reads roughly 80%.
- In this run the power spent charging and discharging nets is between 40 and 50 mW.
- In the final layout, the share of cells above drive strength 1 is 55.3%.
- The simple-gate area share of the yosys netlist reads 0%.
- The number of instances in the synthesized netlist reads roughly 3200.
- The critical path startpoint category reads a flip-flop.
- By instance count after routing, the leading logic cell types are sky130_fd_sc_hd__dfrtp_1, sky130_fd_sc_hd__mux2_2, sky130_fd_sc_hd__buf_2.
- The highest metal layer carrying signal wires in the routed design is met5.
- The clock insertion delay at the later pin of the skew report reads around 0.84 ns.
- The standard cell core area is between 200000 and 250000 um2.
- The initial antenna violation count came to 12.
- The number of buffers inserted during clock tree synthesis is 203.
- The clock network power share is 36.9%.
- The area growth from synthesis to layout reads 29.7%.
- Multiplexer cells account for between 10% and 20% of the synthesized area.
- The worst reg2reg path endpoint is memory[44][0].
- The number of setup buffers added after CTS reads 0.
- The die height is ~460 um.
- The number of buffers on the longest clock path is 3.
- The count of cells along the worst register-to-register path is 1.
- The maximum level of the CTS H-tree reads 4.
- OpenROAD emitted warnings numbering 29.
- According to the CTS report, the clock sink count is 2048.
- The clock slew at the register clock pins of the worst setup and hold paths reads approximately 0.060 ns.
metal layers:
| layer | global-route usage [%] | vias to the layer above |
|---|---|---|
| li1 | - | 13700 |
| met1 | 23.3 | 16800 |
| met2 | 23.9 | 1049 |
| met3 | 7.01 | 245 |
| met4 | 3.58 | 6 |
| met5 | 0 | - |
what timing repair did:
| item | CTS | global route |
|---|---|---|
| resized | 3576 | 47 |
| hold buffers | 10 | 1 |
| endpoints found under the hold margin | 24 | 2 |
| endpoints found under the setup margin | 1024 | 1776 |
kinds of logic after synthesis:
family	count (synthesis)
DFF	2048
muxes	1024
buffers and inverters	115
area by class of cell:
type	instances	area (um2)
fill	19200	128000
sequential	2048	51300
multi-input combinational	1024	11500
timing repair buffer	1269	9210
clock buffer	302	6030
tap	2805	3510
clock inverter	71	905
antenna	7	17.5
inverter	1	7.51
state kept, by name, summed over array words and instances (netlist names):
| register | flops |
|---|---|
| data_out | 1024 |
| memory | 1024 |
power groups by stage:
stage / clock network, mW / logic (mW) / registers (mW)
after CTS: 66.0 / 18.5 / 92.1
after global routing: 68.8 / 20.1 / 93.4
final: 64.2 / 18.3 / 91.7
stage by stage:
| stage | instance area (um2) | setup slack [ns] |
|---|---|---|
| after CTS | 82200 | -0.622 |
| after global routing | 82500 | -0.614 |
| final | 82500 | -0.515 |
| after floorplan | 63600 | -27.48 |
| after global placement | 79500 | -0.300 |
| after detailed placement | 79500 | -0.318 |
synth_stat cells:
library cell / instances / area share (%)
sky130_fd_sc_hd__buf_2: 73 / 0.57
sky130_fd_sc_hd__mux2_2: 1024 / 18
sky130_fd_sc_hd__inv_1: 1 / 0.0059
sky130_fd_sc_hd__dfrtp_1: 2048 / 81
sky130_fd_sc_hd__buf_6: 41 / 0.73
worst min path at each step:
stage	slack, ns	endpoint	cells past startpoint	from
6_report	0.1	data_out[269]	4	rst
5_1_grt	0.04	memory[0][3]	2	new_value[3]
4_1_cts	0.003	memory[0][3]	2	new_value[3]
worst max-delay path: cells and delay by family, from the launching register on:
kind | cells | cell delay [ns]
DFF | 1 | 0.39
buffers and inverters | 2 | 0.25
Power is estimated from default activity; no workload was simulated.
