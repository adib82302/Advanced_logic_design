==> design/flow/run.sh <==
#!/bin/bash
# OpenROAD 26Q1-2900-gdf79404cd8, Yosys 0.63+post, stock flow scripts
make -C /OpenROAD-flow-scripts/flow DESIGN_CONFIG=/design/flow/config.mk WORK_HOME=/design/flow/orfs finish
==> design/flow/config.mk <==
export PLATFORM = sky130hd
export DESIGN_NAME = lfsr1
export DESIGN_NICKNAME = lfsr1
export VERILOG_FILES = /design/flow/design.v
export SDC_FILE = /design/flow/constraint.sdc
export NUM_CORES = 4
export LEC_CHECK = 1
export CORE_AREA = 10 10 70 70
export DIE_AREA = 0 0 80 80
==> design/flow/constraint.sdc <==
current_design lfsr1

set clk_period 1.0
set clk_io_pct 0.2

create_clock -name clk0 -period $clk_period [get_ports {clk}]

set non_clock_inputs [all_inputs -no_clocks]
set_input_delay [expr $clk_period * $clk_io_pct] -clock clk0 $non_clock_inputs
set_output_delay [expr $clk_period * $clk_io_pct] -clock clk0 [all_outputs]
==> design/flow/design.v <==
`timescale 1ns/1ps
module lfsr1 (clk, resetn, seed, lfsr_out);
        input clk, resetn;
        input [15:0] seed;
        output [15:0] lfsr_out;
        reg [15:0] lfsr_out;
	wire [15:0] lfsr_next;
        always @(posedge clk) begin
            if (~resetn) begin
                lfsr_out <= #0.1 seed;
            end
            else begin
                lfsr_out <= #0.1 lfsr_next;
            end
        end
	assign lfsr_next = {lfsr_out[14:0], lfsr_out[15]^lfsr_out[12]^lfsr_out[5]^lfsr_out[0]};
endmodule
==> impl_metrics.ini <==
; synthesis and place-and-route metrics
[finish]
instances_no_fill = 126
reg.largest.list = lfsr_out x16
design_area_sq_um = 1020
comb_area_sq_um = 249
top_register = lfsr_out
syn2layout_area_growth_pct = 74.6
fillers = 353
seq_area_sq_um = 340
drive_above_1_share_pct = 75.0
largest_register_ffs = 16

[floorplan]
fp_util_pct = 17.1
die_w_um = 80
rows = 21
fp.dieArea_sq_um = 6400
die.size.y_um = 80
io_pins = 34
coreArea_sq_um = 3420

[synth]
yosys-stat-area_sq_um = 586
synth_dominant_cell_count = dfxtp_1
ys_cells = 38
area_leaders = dfxtp_1 55%, mux2_4 21%, mux2_2 13%
synth-seq-cells = 16
synth_area_leader_cell = dfxtp_1
async_flop_share_pct = 0
top_area_share_pct = 54.7
avgSynthCellArea_sq_um = 15.4
netlist-cell-type-count = 8
syn_inst = 38
synth_seq_share_pct = 54.7
synth-main-ff-cell = dfxtp_1
syn_area_sq_um = 586
netlist_top_cells_count = 16 x dfxtp_1, 8 x mux2_4, 7 x mux2_2, 3 x xnor2_1
yosysWarnings = 1
edf_count = 0

[clock_network]
clock-root-buffer = clkbuf_4
cts_max_path_buffers = 2
insertion_delay_ns = 0.28
cts_made_buffers = 3
clock_sinks = 16
ctsHtreeMaxLevel = 1
cts_tree = done
path_clk_slew_ns = 0.10
cts-hold-fix-buffers = 0

[final_timing]
worst_pin_slew_ns = 0.188
rsz0062_at_grt = no
setup_tns_ns = 0
slew_violations = 0
slew_headroom_pct = 87.5
setup_ws_ns = 0.0628
fin_crit_sh_pct = 93.7
post-route-min-period_ns = 0.937
max_freq_mhz = 1070
setup_viol = 0
final-hold-violation-count = 0
finalClockSkew_ns = 0.00354

[pwr]
leakage_nw = 0.453
irDropWorstVdd_v = 0.000430
power_density_nw_per_um2 = 1540
power_w = 0.00158

[worst_setup_path]
worst_setup_path_end_kind = flip-flop
crit_fanout = 2
crit_type = reg2reg
worstPathArrival_ns = 1.12
required_ns = 1.18
crit_path_start_kind = flip-flop

[place]
gp_congestion = 0.705
io_buffers = 33
dp_cells = 119
dp_hpwl_um = 1140
pre_cts_ws_ns = -0.357
placed_area_sq_um = 985

[drt]
drtAntennaViolNets = 0
drc = 0
wire_per_inst_um = 11.9
drtIter0Drc = 8
diodes = 0
post_drt_via_cell_ratio = 3.45
wl_um = 1500
firstDrtPassIters = 4
vias = 435

[global_routing]
grt_pass1_wl_um = 2420
grt_max_degree = 10
grt_pass1_vias = 474
grt_util_all_layers_pct = 4.79
grt_overflow = 0
antenna_found_initial = 0

[run_status]
status = completed

[run]
cap_violations = 0
warnings = 25

[worst_hold_path]
hold_path.class = in2reg
## per-stage QoR
stage	utilization [%]	hold WS, ns
2_1_floorplan	-	0.343
3_5_place_dp	28.8	0.472
4_1_cts	29.5	0.462
3_3_place_gp	28.8	0.465
5_1_grt	29.9	0.471
6_report	29.9	0.473
## power breakdown
group / switching [W] / leakage [nW] / internal [W]
Clock: 0.000206 / 0.0210 / 0.000222
Combinational: 0.0000927 / 0.297 / 0.000284
Sequential: 0.0000350 / 0.135 / 0.000736
Total: 0.000334 / 0.453 / 0.00124
## cells by family (layout without fill, tap and decap cells)
group | after synthesis | count (layout) | share of synthesized area, %
AND-OR/OR-AND | 1 | 1 | 0.854
multiplexers | 15 | 15 | 34.0
AND/OR/NAND/NOR | 1 | 1 | 0.640
XOR/XNOR | 3 | 3 | 4.49
flip-flops | 16 | 16 | 54.7
buffers and inverters | 2 | 44 | 5.34
## path summary, 6_finish.rpt
check | from | end | slack (ns) | depth (start not counted)
worst max-delay path | lfsr_out[15] | lfsr_out[0] | 0.06 | 4
worst max register to register | lfsr_out[15] | lfsr_out[0] | 0.06 | 4
worst min register to register | lfsr_out[10] | lfsr_out[11] | 0.48 | 1
worst min-delay path | seed[0] | lfsr_out[0] | 0.47 | 3
## per-layer routing
layer | routed length (um) | vias to the layer above | track usage [%]
met5 | 0 | - | 0
met4 | 10 | 0 | 1.06
met3 | 198 | 2 | 2.73
met2 | 711 | 20 | 7.78
met1 | 576 | 199 | 5.31
li1 | - | 214 | -
## cell usage in the layout, fill, tap and decap left out, types with 2 or more instances in the layout
master / instances
buf_2: 16
clkdlybuf4s50_1: 16
buf_4: 5
clkbuf_4: 3
xnor2_2: 2
dfxtp_2: 16
mux2_2: 7
mux2_4: 8
## worst max-delay path, stage by stage (launching register included)
cell and delay (ns):
dfxtp_2 0.33, buf_4 0.13, xnor2_2 0.17, xnor2_1 0.13, a21oi_1 0.08
## layout make-up
cell class | count | area share, %
Multi-Input combinational cell | 20 | 24.4
Timing Repair Buffer | 40 | 33.2
Sequential cell | 16 | 33.3
Tap cell | 46 | 5.63
Clock buffer | 4 | 3.55
## repair_timing
action / 4_1_cts / 5_1_grt
gates resized: 65 / 2
pin swaps: 0 / 0
setup buffers: 2 / 0
setup endpoints to repair: 24 / 1
cloned: 1 / 0
Power and IR drop assume default switching activity.
