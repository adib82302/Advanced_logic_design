`./config.mk`:
```
export PLATFORM = sky130hd
export DESIGN_NAME = top_module
export DESIGN_NICKNAME = top_module
export VERILOG_FILES = /design/flow/design.v
export SDC_FILE = /design/flow/constraint.sdc
export NUM_CORES = 4
export LEC_CHECK = 1
export CORE_UTILIZATION = 50
```
`./constraint.sdc`:
```
current_design top_module

set clk_period 1.0
set clk_io_pct 0.2

create_clock -name clk0 -period $clk_period [get_ports {clk}]
create_clock -name clk1 -period $clk_period [get_ports {fast_clk}]

set non_clock_inputs [all_inputs -no_clocks]
set_input_delay [expr $clk_period * $clk_io_pct] -clock clk0 $non_clock_inputs
set_output_delay [expr $clk_period * $clk_io_pct] -clock clk0 [all_outputs]
```
`./design.v`:
```
module top_module (
    input wire clk,                 
    input wire fast_clk,            
    input wire reset,               
    input wire [15:0] input_data,   
    input wire [1023:0] cmem_data_in,  
    output wire [31:0] result,      
    output wire done                
);
    wire write_enable;       
    wire read_enable;        
    wire shift_enable;       
    wire fifo_empty;         
    wire fifo_full;          
    wire mac_done;           
    control control_inst (
        .clk(clk),
        .fast_clk(fast_clk),
        .reset(reset),
        .fifo_full(fifo_full),
        .fifo_empty(fifo_empty),
        .mac_done(mac_done),
        .write_enable(write_enable),
        .read_enable(read_enable),
        .shift_enable(shift_enable),
        .done(done)
    );
    datapath datapath_inst (
        .clk(clk),
        .fast_clk(fast_clk),
        .reset(reset),
        .write_enable(write_enable),
        .read_enable(read_enable),
        .shift_enable(shift_enable),
        .input_data(input_data),
        .cmem_data_in(cmem_data_in),
        .result(result),
        .fifo_empty(fifo_empty),
        .fifo_full(fifo_full),
        .done(mac_done)
    );
endmodule
module multiplier (
	input wire [15:0] a,
	input wire [15:0] b,
	output reg [31:0] product
);
	always @(*) begin
    	product = a * b;   
	end
endmodule
module alu_mac (
	input wire clk,
	input wire reset,
	input wire [1023:0] d,    	 
	input wire [1023:0] cmem, 	 
	output reg [31:0] out,    	 
	output reg done           	 
);
	reg [5:0] tap_index;      	 
	reg [31:0] sum;           	 
	wire [31:0] product;      	 
	wire [15:0] d_element;    	 
	wire [15:0] cmem_element; 	 
	assign d_element = d[(tap_index * 16) +: 16];
	assign cmem_element = cmem[(tap_index * 16) +: 16];
	multiplier mult_inst (
    	.a(d_element),
    	.b(cmem_element),
    	.product(product)
	);
	always @(posedge clk or posedge reset) begin
    	if (reset) begin
        	sum <= 32'b0;            
        	tap_index <= 6'b0;      
        	out <= 32'b0;           
        	done <= 1'b0;           
    	end else begin
        	if (tap_index < 63) begin
            	sum <= sum + product;   
            	tap_index <= tap_index + 1;  
            	done <= 1'b0;          
        	end else begin
            	sum <= sum + product;   
            	out <= sum;             
            	tap_index <= 6'b0;      
            	sum <= 32'b0;           
            	done <= 1'b1;           
        	end
    	end
	end
endmodule
module control (
    input wire clk,                  
    input wire fast_clk,             
    input wire reset,                
    input wire fifo_full,            
    input wire fifo_empty,           
    input wire mac_done,             
    output reg write_enable,         
    output reg read_enable,          
    output reg shift_enable,         
    output reg start_mac,            
    output reg done                  
);
    reg reset_sync1_clk, reset_sync2_clk;
    always @(posedge clk) begin
        reset_sync1_clk <= reset;
        reset_sync2_clk <= reset_sync1_clk;
    end
    wire synced_reset_clk = reset_sync2_clk;
    reg reset_sync1_fast, reset_sync2_fast;
    always @(posedge fast_clk) begin
        reset_sync1_fast <= reset;
        reset_sync2_fast <= reset_sync1_fast;
    end
    wire synced_reset_fast = reset_sync2_fast;
    typedef enum logic [1:0] {
        WRITE_IDLE,    
        FIFO_WRITE     
    } write_state_t;
    write_state_t write_state, next_write_state;
    typedef enum logic [2:0] {
        READ_IDLE,     
        FIFO_READ,     
        IMEM_SHIFT,    
        START_MAC,     
        WAIT_DONE      
    } read_state_t;
    read_state_t read_state, next_read_state;
    always @(posedge clk or posedge synced_reset_clk) begin
        if (synced_reset_clk) begin
            write_state <= WRITE_IDLE;
        end else begin
            write_state <= next_write_state;
        end
    end
    always @(*) begin
        case (write_state)
            WRITE_IDLE: begin
                if (!fifo_full)
                    next_write_state = FIFO_WRITE;  
                else
                    next_write_state = WRITE_IDLE;
            end
            FIFO_WRITE: begin
                if (fifo_full)
                    next_write_state = WRITE_IDLE;  
                else
                    next_write_state = FIFO_WRITE;
            end
            default: next_write_state = WRITE_IDLE;
        endcase
    end
    always @(posedge clk or posedge synced_reset_clk) begin
        if (synced_reset_clk) begin
            write_enable <= 1'b0;
        end else begin
            write_enable <= (write_state == FIFO_WRITE);
        end
    end
    always @(posedge fast_clk or posedge synced_reset_fast) begin
        if (synced_reset_fast) begin
            read_state <= READ_IDLE;
        end else begin
            read_state <= next_read_state;
        end
    end
    always @(*) begin
        case (read_state)
            READ_IDLE: begin
                if (!fifo_empty)
                    next_read_state = FIFO_READ;  
                else
                    next_read_state = READ_IDLE;
            end
            FIFO_READ: begin
                next_read_state = IMEM_SHIFT;     
            end
            IMEM_SHIFT: begin
                next_read_state = START_MAC;      
            end
            START_MAC: begin
                next_read_state = WAIT_DONE;      
            end
            WAIT_DONE: begin
                if (mac_done)
                    next_read_state = READ_IDLE;  
                else
                    next_read_state = WAIT_DONE;
            end
            default: next_read_state = READ_IDLE;
        endcase
    end
    always @(posedge fast_clk or posedge synced_reset_fast) begin
        if (synced_reset_fast) begin
            read_enable <= 1'b0;
            shift_enable <= 1'b0;
            start_mac <= 1'b0;
            done <= 1'b0;
        end else begin
            read_enable <= (read_state == FIFO_READ);
            shift_enable <= (read_state == IMEM_SHIFT);
            start_mac <= (read_state == START_MAC);
            done <= (read_state == WAIT_DONE && mac_done);
        end
    end
endmodule
module converter (
    input wire [15:0] fixed_in,     
    output reg [15:0] float_out     
);
    reg sign;                       
    reg [4:0] exponent;             
    reg [10:0] mantissa;            
    reg [15:0] magnitude;           
    reg [4:0] leading_one;          
    always @(*) begin
        sign = fixed_in[15];                        
        magnitude = sign ? (~fixed_in + 1) : fixed_in;  
        casez (magnitude)
            16'b1???????????????: leading_one = 5'd15;
            16'b01??????????????: leading_one = 5'd14;
            16'b001?????????????: leading_one = 5'd13;
            16'b0001????????????: leading_one = 5'd12;
            16'b00001???????????: leading_one = 5'd11;
            16'b000001??????????: leading_one = 5'd10;
            16'b0000001?????????: leading_one = 5'd9;
            16'b00000001????????: leading_one = 5'd8;
            16'b000000001???????: leading_one = 5'd7;
            16'b0000000001??????: leading_one = 5'd6;
            16'b00000000001?????: leading_one = 5'd5;
            16'b000000000001????: leading_one = 5'd4;
            16'b0000000000001???: leading_one = 5'd3;
            16'b00000000000001??: leading_one = 5'd2;
            16'b000000000000001?: leading_one = 5'd1;
            16'b0000000000000001: leading_one = 5'd0;
            default: leading_one = 5'd0;
        endcase
        if (magnitude == 16'b0) begin
            exponent = 5'd0;     
            mantissa = 10'd0;
        end else begin
            exponent = 5'd15 + leading_one;  
            mantissa = (magnitude << (15 - leading_one)) >> 5; 
        end
        float_out = {sign, exponent, mantissa[9:0]};
    end
endmodule
module imem (
    input wire clk,                        
    input wire rst,                        
    input wire shift_enable,               
    input wire [15:0] new_value,           
    output reg [1023:0] data_out           
);
    reg [15:0] memory [0:63];
    integer i;
    always @(posedge clk or posedge rst) begin
        if (rst) begin
            for (i = 0; i < 64; i = i + 1) begin
                memory[i] <= 16'b0;
            end
        end else if (shift_enable) begin
            for (i = 63; i > 0; i = i - 1) begin
                memory[i] <= memory[i-1];
            end
            memory[0] <= new_value;
        end
    end
    always @(posedge clk or posedge rst) begin
        if (rst) begin
            data_out <= 1024'b0;
        end else begin
            for (i = 0; i < 64; i = i + 1) begin
                data_out[(i*16) +: 16] <= memory[i];
            end
        end
    end
endmodule
module datapath (
    input wire clk,                   
    input wire fast_clk,              
    input wire reset,                 
    input wire write_enable,          
    input wire read_enable,           
    input wire shift_enable,          
    input wire cen,                   
    input wire wen,                   
    input wire [5:0] addr,            
    input wire [15:0] input_data,     
    input wire [1023:0] cmem_data_in,  
    output wire [31:0] result,        
    output wire fifo_empty,           
    output wire fifo_full,            
    output wire done                  
);
    wire [15:0] fifo_out;             
    wire [15:0] float_data;           
    wire [1023:0] imem_data;          
    wire [1023:0] cmem_flat_data;     
    wire [31:0] alu_out;              
    wire mac_done;                    
    fifo #(
        .DATA_WIDTH(16),
        .FIFO_DEPTH(64)
    ) fifo_inst (
        .clk(clk),
        .write_reset(reset),
        .write_enable(write_enable),
        .write_data(input_data),
        .fast_clk(fast_clk),
        .read_reset(reset),
        .read_enable(read_enable),
        .read_data(fifo_out),
        .empty_flag(fifo_empty),
        .full_flag(fifo_full)
    );
    converter converter_inst (
        .fixed_in(fifo_out),        
        .float_out(float_data)      
    );
    imem imem_inst (
        .clk(clk),
        .rst(reset),
        .shift_enable(shift_enable),
        .new_value(float_data),     
        .data_out(imem_data)
    );
    assign cmem_flat_data = cmem_data_in;
    alu_mac alu_mac_inst (
        .clk(fast_clk),
        .reset(reset),
        .d(imem_data),               
        .cmem(cmem_flat_data),       
        .out(alu_out),
        .done(mac_done)
    );
    assign result = alu_out;
    assign done = mac_done;
endmodule
`timescale 1ns / 1ps
module fifo #(
    parameter DATA_WIDTH = 8,
    parameter FIFO_DEPTH = 16
) (
    input wire clk,               
    input wire write_reset,      
    input wire write_enable,
    input wire [DATA_WIDTH-1:0] write_data,
    input wire fast_clk,          
    input wire read_reset,
    input wire read_enable,
    output reg [DATA_WIDTH-1:0] read_data,
    output reg empty_flag,
    output reg full_flag
);
    localparam POINTER_WIDTH = $clog2(FIFO_DEPTH);
    reg [DATA_WIDTH-1:0] memory[FIFO_DEPTH-1:0];
    reg [POINTER_WIDTH:0] write_pointer;
    reg [POINTER_WIDTH:0] write_pointer_gray;
    reg [POINTER_WIDTH:0] read_pointer_gray_sync_w;
    reg [POINTER_WIDTH:0] read_pointer;
    reg [POINTER_WIDTH:0] read_pointer_gray;
    reg [POINTER_WIDTH:0] write_pointer_gray_sync_r;
    always @(posedge clk or posedge write_reset) begin
        if (write_reset) begin
            write_pointer <= 0;
            write_pointer_gray <= 0;
        end else if (write_enable && !full_flag) begin
            memory[write_pointer[POINTER_WIDTH-1:0]] <= write_data;
            write_pointer <= write_pointer + 1;
            write_pointer_gray <= (write_pointer + 1) ^ ((write_pointer + 1) >> 1);  
        end
    end
    always @(posedge fast_clk or posedge read_reset) begin
        if (read_reset) begin
            read_pointer <= 0;
            read_pointer_gray <= 0;
        end else if (read_enable && !empty_flag) begin
            read_data <= memory[read_pointer[POINTER_WIDTH-1:0]];
            read_pointer <= read_pointer + 1;
            read_pointer_gray <= (read_pointer + 1) ^ ((read_pointer + 1) >> 1);  
        end
    end
    always @(posedge clk) begin
        read_pointer_gray_sync_w <= read_pointer_gray;  
    end
    always @(posedge fast_clk) begin
        write_pointer_gray_sync_r <= write_pointer_gray;  
    end
    always @(*) begin
        empty_flag = (read_pointer_gray == write_pointer_gray_sync_r);
        full_flag = (write_pointer_gray == {~read_pointer_gray_sync_w[POINTER_WIDTH:POINTER_WIDTH-1], read_pointer_gray_sync_w[POINTER_WIDTH-2:0]});
    end
endmodule
```
`./run.sh`:
```
#!/bin/bash
# OpenROAD 26Q1-2900-gdf79404cd8, Yosys 0.63+post, stock flow scripts
make -C /OpenROAD-flow-scripts/flow DESIGN_CONFIG=/design/flow/config.mk WORK_HOME=/design/flow/orfs finish
```
==> notes.org <==
#+TITLE: Flow metrics

** Power and ir drop
- Power per cell area :: 1610 nW/um2
- Peak VDD IR :: 0.00183 V
- Standby leakage power :: 74.8 nW

** GRT
- Across every metal layer, demand over resource in global routing totals 0.389.
- Largest net degree at the start of global routing :: 142
- Sum of overflow across all layers after global routing :: 0
- Global-route wire length before repair :: 650 mm
- The via count of the first global-routing pass was 87.3k.
- The number of antenna violations at the first check in global routing is 112.

** Synth
- sky130_fd_sc_hd__dfrtp_1 is the most common cell in the netlist.
- Per the Yosys statistics, synthesis produced 7822 cells.
- The stat command in Yosys gives a chip area of 132000 um2.
- The largest total area in the synthesized netlist belongs to sky130_fd_sc_hd__dfrtp_1.
- Post-synth tally of flip-flops with integrated enable :: 1040
- Synthesized area :: 132000 um2
- Mapped Avg Cell Area :: 16.9 um2
- Main area contributors after synthesis :: sky130_fd_sc_hd__dfrtp_1, sky130_fd_sc_hd__edfxtp_1, sky130_fd_sc_hd__mux4_2
- Counting the warning lines in the Yosys log gives 8.
- Share of flip-flops with an asynchronous set or reset after synthesis :: 0.671
- Number of distinct library cells after synthesis :: 89
- Dominant flop cell :: sky130_fd_sc_hd__dfrtp_1
- Syn Inst Count :: 7822
- Synthesis inferred 3213 register bits.
- Top-area cell type share of the netlist area :: 0.407
- For this run, the register share of the synthesized area comes to 0.647.
- Synth top cells by count :: sky130_fd_sc_hd__dfrtp_1, sky130_fd_sc_hd__mux2_2, sky130_fd_sc_hd__edfxtp_1, sky130_fd_sc_hd__mux4_2, sky130_fd_sc_hd__inv_1

** Worst hold path
- The startpoint identified for the worst hold timing path is input_data[10].
- The worst hold path belongs to the class input pin to flip-flop.
- Hold path cells :: 2
- STA shows the worst min-delay path finishing at datapath_inst.fifo_inst.memory[35][10].

** Setup path
- Start-to-end type of the worst setup path :: flip-flop to flip-flop
- CP endpoint kind :: flip-flop
- Required time worst endpoint :: 1.36 ns
- Per the timing report, the most critical flop-to-flop path finishes at datapath_inst.alu_mac_inst.sum[30].
- Reg2Reg Depth :: 28
- Per the timing report, the biggest fanout along the worst path comes to 5.
- CP peak stage delay :: 0.65 ns
- R2r startpoint :: datapath_inst.alu_mac_inst.tap_index[0]
- Setup slack of the worst register-to-register path :: -7.66 ns
- Cell family contributing the most delay on the critical path :: adder cells
- STA classifies the critical path startpoint as a flip-flop.
- Slowest cell on the critical path :: sky130_fd_sc_hd__mux4_2
- Arrival time of the worst setup path :: 9.02 ns
- Crit path buffers/inverters :: 7
- By instance count, the cell type seen most on the critical path is sky130_fd_sc_hd__fa_1.

** Detailed routing
- The script logs the ratio of routed vias to standard cells as 5.87.
- Vias after detailed routing :: 82.5k
- First-pass iteration count of the detailed router :: 6
- Iteration-0 DRC count of the detailed router :: 4957
- Post-detailed-route count of antenna-violating nets :: 0
- Routed wire per std cell :: 33.2 um
- Number of DRC violations after detailed routing :: 0
- For this block, the routed nets add up to 466 mm of wire.

** Place
- Placed instance area :: 158000 um2
- Setup slack on the worst path after placement came out at -7.96 ns.
- Detailed placement ended at an HPWL of 336 mm.
- The count of buffers added on input and output ports is 1074.
- Gp weighted congestion :: 1.03

** Finish
- The final layout report lists a filler cell count of 17.6k.
- Proportion of layout cells with a drive suffix above 1 :: 0.381
- Synthesis-to-finish area growth :: 31.3%
- With fillers left out, the area of the finished cells amounts to 174000 um2.

** Run status
- Failing checks :: hold timing, setup timing
- Status :: finished with violations

** Clock network
- Number of hold buffers added after cts :: 6
- TritonCTS clock tree :: yes
- Clock input transition at the sequential cells of the worst setup and hold paths :: 0.10 ns
- Num Clock Sinks :: 3213

** Final timing
- Worst-case hold slack :: -0.187 ns
- For reference, the final report shows the max-slew violation count at 0.
- Across the routed clock network, the largest skew measured is 0.0822 ns.
- Finish-stage setup viols :: 3697
- Slew at the pin closest to its max-slew limit :: 0.864 ns
- Unrepaired setup endpoints after global routing :: yes
- Hold-check failures listed in the final report amount to 638.
- Crit path setup slack, layout :: -7.66 ns
- Headroom to the max-slew limit :: 0.423

** Die
- The initialized floorplan defines 188 standard-cell rows.
- Per the OpenROAD floorplan log, the width of the die is 516 um.
- Pin placement for this block handled 1076 I/O pins.
- Pre-Place Util :: 0.503
- The core region is 263000 um2.
- Chip Height :: 516 um
- The floorplan step defined a die boundary enclosing 267000 um2.

** Run
- The tool flagged a number of max-cap violations equal to 0.
- Summing over the stages, the warning tally comes to 66.
cells by family (layout without fill, tap and decap cells):
kind of cell	Yosys count	after routing	synth area share
DFF	3213	3213	0.647
other	0	95	0
AOI/OAI and AO/OA	804	804	0.0464
and+or+nand+nor	812	812	0.0297
xor gates and xnor gates	91	91	0.00603
adders and majority gates	335	335	0.0445
muxes	1743	1743	0.203
buffers and inverters	824	3447	0.0238
repair_timing:
item / CTS / global route
pin swaps: 56 / 130
hold endpoints to repair: 1024 / 640
setup endpoints to repair: 3703 / 3871
cloned: 10 / 1
resized: 278 / 341
buffers inserted: 62 / 77
flip-flops by register name (all words and copies together), names as in the netlist, 6 cells and up:
signal                                             cells
datapath_inst.fifo_inst.read_pointer_gray              7
datapath_inst.alu_mac_inst.tap_index                   6
datapath_inst.imem_inst.data_out                    1024
datapath_inst.alu_mac_inst.out                        32
datapath_inst.fifo_inst.memory                      1024
datapath_inst.fifo_inst.write_pointer_gray             7
datapath_inst.alu_mac_inst.sum                        32
datapath_inst.fifo_inst.read_pointer_gray_sync_w       7
datapath_inst.fifo_inst.read_data                     16
datapath_inst.fifo_inst.write_pointer                  7
datapath_inst.fifo_inst.write_pointer_gray_sync_r      7
datapath_inst.fifo_inst.read_pointer                   7
datapath_inst.imem_inst.memory                      1024
layout by cell type, fill, tap and decap left out, drive strengths merged, types with 16 or more instances in the layout:
master	n
dfrtp	2154
buf	1382
clkdlybuf4s50	1058
mux2	1055
edfxtp	1040
mux4	647
clkbuf	464
inv	414
nor2	235
fa	225
nand2	219
a22oi	201
a221oi	155
a22o	145
ha	110
diode	95
clkinv	91
o21ai	82
a21oi	76
nand4	74
nand3	58
xnor2	48
xor2	43
mux2i	41
nor2b	36
and2	35
nor3	31
nor4	29
or4	26
a21o	24
nand2b	21
bufinv	19
dfxtp	18
a222oi	17
or3	16
worst max-delay path by stage:
stage | from | to | slack (ns) | depth (start not counted)
after CTS | datapath_inst.alu_mac_inst.tap_index[0] | datapath_inst.alu_mac_inst.sum[30] | -7.59 | 31
after global routing | datapath_inst.alu_mac_inst.tap_index[0] | datapath_inst.alu_mac_inst.sum[30] | -7.80 | 29
final | datapath_inst.alu_mac_inst.tap_index[0] | datapath_inst.alu_mac_inst.sum[30] | -7.66 | 28
area by class of cell:
| cell class | count | area, um2 | area share |
|---|---|---|---|
| Clock inverter | 140 | 1480 | 0.00852 |
| Tap cell | 3515 | 4400 | 0.0253 |
| Multi-Input combinational cell | 3785 | 45600 | 0.262 |
| Sequential cell | 3213 | 85500 | 0.493 |
| Timing Repair Buffer | 2455 | 25400 | 0.146 |
| Inverter | 393 | 1480 | 0.00853 |
| Antenna cell | 95 | 238 | 0.00137 |
| Clock buffer | 459 | 9540 | 0.0550 |
per-stage QoR:
| step | hold WS [ns] | utilization | std cells | TNS (ns) | total power, mW |
|---|---|---|---|---|---|
| after floorplan | 0.0229 | - | 7822 | - | 145 |
| after global placement | 0.0288 | 0.602 | 13200 | -4704.27 | 157 |
| after detailed placement | 0.0334 | 0.602 | 13200 | -4784.29 | 157 |
| after CTS | -0.212 | 0.652 | 13900 | -2624.04 | 281 |
| after global routing | -0.190 | 0.661 | 14000 | -2924.73 | 288 |
| final | -0.187 | 0.661 | 14100 | -2518.17 | 280 |
worst register-to-register path, delay by kind of cell, from the launching register on:
kind | cells | cell delay, ns
simple gates | 2 | 0.15
compound gates | 8 | 1.59
fa+ha+maj | 7 | 3.27
mux | 4 | 2.19
flops | 1 | 0.57
buf+inv | 7 | 0.77
report_power, final:
part	switching, mW	internal (mW)
combinational	9.24	9.02
sequential	0.812	137
clock	51.9	72.2
metal layers:
layer  vias to the layer above  share of wire  GRT usage
li1                      34500              -          -
met1                     42100           0.33      0.495
met2                      4680           0.45      0.524
met3                      1176           0.16      0.260
met4                       108          0.066      0.199
met5                         -         0.0041     0.0526
Power figures rest on the tool's default switching activity, not on a simulated workload.
